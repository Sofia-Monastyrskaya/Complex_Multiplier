==> ./design.v <==
`timescale 1ns / 1ps
module compl_mul(
   input logic clk_i, 
   input logic srst_i,
   input logic signed [17:0]data_a_i_i,   
   input logic signed [17:0]data_a_q_i,   
   input logic signed [17:0]data_b_i_i,   
   input logic signed [17:0]data_b_q_i,   
   output  logic signed  [36:0]data_i_o,    
   output  logic signed [36:0]data_q_o     
   );
   logic signed [35:0] prod_ii, prod_iq, prod_qi, prod_qq;
   assign prod_ii = data_a_i_i * data_b_i_i;
   assign prod_qq = data_a_q_i * data_b_q_i;
   assign prod_iq = data_a_i_i * data_b_q_i;
   assign prod_qi = data_a_q_i * data_b_i_i;
   always_ff@(posedge clk_i) begin
       if(srst_i)begin
           data_i_o<=0;
           data_q_o<=0;
       end
       else begin
           data_i_o<=prod_ii-prod_qq;
           data_q_o<=prod_iq+prod_qi;
       end
   end
endmodule
==> ./run.sh <==
#!/bin/bash
# OpenROAD 26Q1-2900-gdf79404cd8, Yosys 0.63+post, stock flow scripts
make -C /OpenROAD-flow-scripts/flow DESIGN_CONFIG=/design/flow/config.mk WORK_HOME=/design/flow/orfs finish
==> ./config.mk <==
export PLATFORM = sky130hd
export DESIGN_NAME = compl_mul
export DESIGN_NICKNAME = compl_mul
export VERILOG_FILES = /design/flow/design.v
export SDC_FILE = /design/flow/constraint.sdc
export NUM_CORES = 4
export LEC_CHECK = 1
export CORE_UTILIZATION = 40
==> ./constraint.sdc <==
current_design compl_mul

set clk_period 22.0
set clk_io_pct 0.2

create_clock -name clk0 -period $clk_period [get_ports {clk_i}]

set non_clock_inputs [all_inputs -no_clocks]
set_input_delay [expr $clk_period * $clk_io_pct] -clock clk0 $non_clock_inputs
set_output_delay [expr $clk_period * $clk_io_pct] -clock clk0 [all_outputs]
==> metrics.yaml <==
cts:
  cts_hold_buf: 0
  cts_resized: 0
  cts_max_level: 3
  cts_inserted_buffers: 9
  post_cts.repair.setup_buffers: 0
  clock-sinks: 74
  cts_tree: "built"
  cts-root-buf: "clkbuf_16"
  clk_path_buf_depth: 2
  path_clk_slew_ns: 0.07
hold_path:
  hp-class: "input port to flip-flop"
routing:
  drc: 0
  drt-total-wl_um: 117200
  drtPass1Iterations: 5
  met3_length_um: 11000
  highest_layer: "met5"
  vias: 33640
  met1_length_um: 48420
  routedWlPerCell_um: 16.67
  postRouteAntennaNets: 0
  wl_met2_um: 56190
  routed_via_density: 4.787
  drtIter0Drc: 1243
synthesis:
  yosys_warnings: 1
  synth_stat.cells: 5407
  async_flop_share: 0
  syn_area_um2: 50930
  ys_seq_frac: 0.02909
  synth.distinct_cells: 58
  synth_flops: 74
  edf_count: 0
  flop_cell: "dfxtp_1"
  syn_area_per_cell_um2: 9.420
  synthCells: 5407
  ys_area_um2: 50930
run_status:
  outcome: "complete, no violations"
timing:
  drv_slew: 0
  max_slew_margin: 0.4646
  final-setup-viol-count: 0
  setup_slack_ns: 9.600
  fin_tns_setup_ns: 0
  rsz0062_at_grt: "no"
  hold_viol: 0
  post-route-period-util: 0.5636
  min_period_ns: 12.40
  fmax_mhz: 80.65
  max_slew.worst_pin.slew_ns: 0.8022
worst_setup_path:
  max_stage_delay_ns: 0.71
  crit_path_top_delay_cell: "clkinv_1"
  required_ns: 22.28
  setup.worst_path.start: "data_b_i_i[17]"
  worstSetupPathType: "input port to flip-flop"
  worstSetupStartpointType: "input port"
  arrival_ns: 12.68
  worst_path_most_repeated_cell: "fa_1"
  endpoint: "data_i_o[32]"
  cp-end-kind: "flip-flop"
  cp_max_fo: 20
place:
  io_buffers: 147
  place_ws_ns: 9.228
  routabilityCongestion: 0.8909
  dp_hpwl_um: 92780
floorplanning:
  chipHeight_um: 358.8
  design.core.area_um2: 125900
  die_w_um: 358.8
  dieArea_um2: 128800
  rows: 130
  pin_count: 148
  initCoreUtil: 0.4046
grt:
  antenna_found_initial: 4
  grt_first_pass_wirelength_um: 200300
  grt_usage: 0.2116
  grt_max_degree: 46
  grt_pass1_vias: 37830
  grt_remaining_overflow: 0
layout:
  n_fill_cell: 12090
  drive_above_1_share: 0.02083
  syn_to_final_growth_pct: 6.827
flow_run:
  max_cap_violations: 0
  log.warning_count: 32
==> worst min path at each step <==
| stage | start | to | slack [ns] | cells past startpoint |
|---|---|---|---|---|
| 4_1_cts | srst_i | data_i_o[26] | 4.40 | 2 |
| 5_1_grt | srst_i | data_i_o[26] | 4.41 | 2 |
| 6_report | srst_i | data_i_o[26] | 4.42 | 2 |
==> state kept, by name, indices dropped and copies added, names as in the netlist <==
register,count
data_q_o,37
data_i_o,37
==> cells in the mapped netlist (9+ instances only) <==
cell	count	area [µm²]
nand2b_1	34	212.7
dfxtp_1	74	1481
a21o_1	30	225.2
fa_1	1470	29430
xor2_1	29	254.0
nand2_1	700	2628
ha_1	323	4041
nand3_1	13	65.06
clkbuf_1	279	1047
o21bai_1	9	67.56
nor2_1	122	457.9
nor3_1	14	70.07
a21oi_1	53	265.3
nor2b_1	16	100.1
and2_1	559	3497
inv_1	1493	5604
a211oi_1	11	82.58
o21ai_0	32	160.2
xnor2_1	70	613.1
==> through the flow <==
stage | util | hold WS (ns) | cell area, µm² | std cells
floorplan | - | 4.658 | 50930 | 5407
global placement | 0.4295 | 4.860 | 54070 | 7011
detailed placement | 0.4295 | 4.860 | 54070 | 7011
CTS | 0.4322 | 4.396 | 54410 | 7027
global route | 0.4322 | 4.412 | 54410 | 7027
finish | 0.4322 | 4.421 | 54410 | 7028
==> area by class of cell <==
class	instances	area [µm²]	share of cell area
multi-input combinational	3558	42790	0.7864
inverter	1494	5608	0.1031
timing repair buffer	235	2130	0.03914
tap	1650	2064	0.03794
sequential	74	1481	0.02723
clock buffer	11	232.7	0.004277
clock inverter	5	102.6	0.001886
antenna	1	2.502	0.00004599
==> critical path: cells and delay by family <==
kind / cells / cell delay, ns
fa+ha+maj: 9 / 4.28
buf+inv: 7 / 1.74
compound gates: 7 / 1.60
simple gates: 3 / 0.62
==> placed cells by master, fill, tap and decap left out, types with 5 or more instances in the layout <==
cell and n:
xnor2_1 70, nor2_1 122, a21oi_1 53, nor3_1 14
nand2b_1 34, inv_1 1493, ha_1 323, nor2b_1 16
xor2_1 29, o21bai_1 9, o21ai_0 32, dfxtp_1 74
and2_1 559, o21a_1 7, a21o_1 30, fa_1 1470
a31oi_1 6, a211oi_1 11, nand2_1 700, and3_1 6
buf_4 89, clkdlybuf4s50_1 146, nor3b_1 5, clkbuf_16 9
nand3_1 13
==> layer usage <==
layer	GRT usage	vias up
li1	-	15070
met1	0.3079	17330
met2	0.3269	1161
met3	0.08344	76
met4	0.02230	6
met5	0.001110	-
==> logic make-up after synthesis <==
group	share of synthesized area
buffers and inverters	0.1308
XOR/XNOR	0.01702
AND-OR/OR-AND	0.02388
AND/OR/NAND/NOR	0.1417
multiplexers	0.0003931
adder cells (fa/ha/maj)	0.6571
flip-flops	0.02909
