`flow/design.v`:
```
`timescale 1ns / 1ps
module compl_mul_round(
    input logic clk_i, 
    input logic srst_i,
    input logic signed [17:0]data_a_i_i,   
    input logic signed [17:0]data_a_q_i,   
    input logic signed [17:0]data_b_i_i,   
    input logic signed [17:0]data_b_q_i,   
    output  logic signed  [18:0]data_i_o,    
    output  logic signed [18:0]data_q_o     
    );
    logic [33:0] prod_ii, prod_iq, prod_qi, prod_qq; 
    logic       prod_ii_sign,prod_iq_sign,prod_qi_sign,prod_qq_sign; 
    logic [34:0]prod_ii_c, prod_iq_c, prod_qi_c,prod_qq_c;
    logic [34:0] result_i_c, result_q_c;
    logic [34:0] result_i, result_q;
    logic [18:0] rounded_i, rounded_q;
    assign prod_ii = data_a_i_i[16:0]*data_b_i_i[16:0];
    assign prod_iq = data_a_i_i[16:0]*data_b_q_i[16:0];
    assign prod_qi = data_a_q_i[16:0]*data_b_i_i[16:0];
    assign prod_qq = data_a_q_i[16:0]*data_b_q_i[16:0];
    assign prod_ii_sign = data_a_i_i[17] ^ data_b_i_i[17];
    assign prod_iq_sign = data_a_i_i[17] ^ data_b_q_i[17];
    assign prod_qi_sign = data_a_q_i[17] ^ data_b_i_i[17];
    assign prod_qq_sign = ~(data_a_q_i[17] ^ data_b_q_i[17]); 
    assign prod_ii_c = prod_ii_sign?{prod_ii_sign, ~prod_ii}+1:{prod_ii_sign, prod_ii};
    assign prod_iq_c = prod_iq_sign?{prod_iq_sign, ~prod_iq}+1:{prod_iq_sign, prod_iq};
    assign prod_qi_c = prod_qi_sign?{prod_qi_sign, ~prod_qi}+1:{prod_qi_sign, prod_qi};
    assign prod_qq_c = prod_qq_sign?{prod_qq_sign, ~prod_qq}+1:{prod_qq_sign, prod_qq};
    assign result_i_c = prod_ii_c + prod_qq_c;
    assign result_q_c = prod_iq_c + prod_qi_c;
    assign result_i = result_i_c[34]?{result_i_c[34], ~(result_i_c[33:0]-1)}:result_i_c;
    assign result_q = result_q_c[34]?{result_q_c[34], ~(result_q_c[33:0]-1)}:result_q_c;
    always_comb begin
        if(result_i[15:0] !=0) begin
            rounded_i=result_i[34:16]+1;
        end
        else begin
            rounded_i=result_i[34:16];
        end
    end
    always_comb begin
        if(result_q[15:0] !=0) begin
            rounded_q=result_q[34:16]+1;
        end
        else begin
            rounded_q=result_q[34:16];
        end
    end
    always_ff@(posedge clk_i) begin
        if(srst_i)begin
            data_i_o<=0;
            data_q_o<=0;
        end
        else begin
            data_i_o<=rounded_i;
            data_q_o<=rounded_q;
        end
    end
endmodule
```
`flow/run.sh`:
```
#!/bin/bash
# OpenROAD 26Q1-2900-gdf79404cd8, Yosys 0.63+post, stock flow scripts
make -C /OpenROAD-flow-scripts/flow DESIGN_CONFIG=/design/flow/config.mk WORK_HOME=/design/flow/orfs finish
```
`flow/config.mk`:
```
export PLATFORM = sky130hd
export DESIGN_NAME = compl_mul_round
export DESIGN_NICKNAME = compl_mul_round
export VERILOG_FILES = /design/flow/design.v
export SDC_FILE = /design/flow/constraint.sdc
export NUM_CORES = 4
export LEC_CHECK = 1
export CORE_UTILIZATION = 50
```
`flow/constraint.sdc`:
```
current_design compl_mul_round

set clk_period 23.6
set clk_io_pct 0.2

create_clock -name clk0 -period $clk_period [get_ports {clk_i}]

set non_clock_inputs [all_inputs -no_clocks]
set_input_delay [expr $clk_period * $clk_io_pct] -clock clk0 $non_clock_inputs
set_output_delay [expr $clk_period * $clk_io_pct] -clock clk0 [all_outputs]
```
==> run notes <==
Implementation run completed; key figures follow.

Timing:
- The run gives the achievable clock frequency as 58.21 MHz.
- The run gives the transition at the pin with the smallest max-transition slack as 1.036 ns.
- Setup repair after global routing left no endpoint under its margin.
- The run puts the worst max-slew margin expressed relative to the limit at between 30% and 40%.
- The run gives the number of hold violations in the final report as 0.
- The run puts the final setup violation count at 0.
- The run gives the ratio of final minimum period to clock period as 72.79%.
- Adding up every negative setup slack in the final design gives 0 ns.
- The final max-slew violation count recorded for this run is 0.
- The run gives the time the final worst path needs with I/O delays and setup as 17.18 ns.

Drt:
- The run gives the via density per instance as 5.588.
- The run gives the post-detailed-route wirelength per cell as 19.18 um.
- The run gives the first-pass detailed-route iteration total as 5.
- The run gives the antenna cell count as 0.
- The routed layout has 41648 vias.
- The run gives the count of routing violations after the opening detailed-route iteration as 2422.
- The run puts the number of remaining DRC errors at 0.
- The run puts the final routed wirelength across all metal layers at 143.0 mm.
- Per the post-route antenna check, the number of violating nets is 0.

Finish:
- The post-route utilization of the core is recorded as 53.11%.
- The run puts the number of fillers in the final layout at 9404.
- The run gives the area growth from synthesis to final layout as 4.788%.
- Once layout is done, the placed cells without fillers occupy 0.05250 mm^2.
- The post-route netlist has 2.806% of its cells at a drive strength greater than 1.

Die:
- The run puts the height of the die at 318.5 um.
- The run gives the number of top-level pins as 112.
- The run puts the floorplan core area at 0.09885 mm^2.
- The run puts the horizontal die size at 318.5 um.
- The share of the core area taken by cells at floorplan is 50.68%.
- The run puts the total die size at 0.1015 mm^2.
- The run puts the site row count at between 100 and 150.

Yosys:
- The run gives the area fraction of the dominant cell type after synthesis as a little over a third.
- The run gives the share of synthesized cell area in and, or, nand and nor gates as 20.53%.
- For this design, Yosys synthesis ends with a cell count of 6261.
- In the Yosys report, the sequential cells make up about 1.5% of the chip area.
- The synthesized design contains 38 register bits.
- The run gives the area share of xor/xnor cells in the synthesized design as 6.039%.
- Of all cell types, the one taking the most synthesized area is sky130_fd_sc_hd__fa_1.
- For reference, full adder, half adder and majority cells occupy 48.57% of the area reported after synthesis.
- After synthesis, the cell types taking the most area are sky130_fd_sc_hd__fa_1 (36%), sky130_fd_sc_hd__ha_1 (13%), sky130_fd_sc_hd__inv_1 (9.0%).
- The run gives the count of cell types in the netlist as roughly 100.
- The run gives the synthesized area per cell as 8.001 um^2.
- The synthesized netlist occupies a cell area of 0.05010 mm^2.
- Yosys reported that registers with async set or reset make up 0%.
- The run puts the yosys synthesis chip area at 0.05010 mm^2.
- The run gives the yosys synthesis warning count as 1.
- The run gives the gate count after technology mapping as 6261.
- The run gives the prevailing logic family in the synthesized netlist as adder cells.
- The commonest register cell is sky130_fd_sc_hd__dfxtp_1.
- The run puts the area share of and-or/or-and cells after synthesis at between 10% and 20%.
- In this run, synthesis inferred 0 flip-flops with an integrated enable.
- For reference, the mux area share after synthesis is 0.4046%.

Clocking:
- Clock tree synthesis selected as its root buffer the cell sky130_fd_sc_hd__clkbuf_16.
- The run gives the clock sink count as 38.
- The run gives the clock-pin slew on the worst setup and hold paths as 0.05 ns.
- The run gives the clock tree from TritonCTS as done.
- In this run the post-CTS setup repair buffer count came out at 0.
- The run gives the hold buffer count at CTS as 0.
- The run puts the number of clock buffers inserted by TritonCTS at 5.
- The run gives the worst-case clock buffer depth as 2.
- Post-CTS repair ended up resizing 0 cells.
- The run gives the total number of H-tree levels as 2.

Run:
- The run gives the max-cap check violation count as 0.
- In this run the tools logged warnings totalling 25.

Global routing:
- Across every metal layer, demand over resource in global routing totals between 30% and 40%.
- The run puts the first-pass GRT wire length at 233.2 mm.
- The global route stage reports its total congestion overflow as 0.
- The run puts the number of global-route vias before repair at 42156.
- Entering global routing, the biggest net connects 39 pins.
- The run puts the number of antenna violations at the first check in global routing at 0.

Worst setup path:
- On the critical path the data arrives at 17.40 ns.
- The worst setup path is launched from a primary input.
- By instance count, the cell type seen most on the critical path is sky130_fd_sc_hd__fa_1.
- Looking at the setup timing report, the critical path kind is in2reg.
- The worst setup path is captured at a flip-flop.
- In this design, the stage delay of the slowest critical-path cell is 0.82 ns.
- The critical path's slowest stage uses the library cell sky130_fd_sc_hd__clkdlybuf4s50_1.
- The run puts the worst path required time at about 24 ns.
- The run puts the highest fanout seen on the critical path at 29.

Placed design:
- The run puts the routability-driven placement congestion ratio at ~0.97.
- As logged by OpenROAD, the buffers inserted on ports number 111.
- The run gives the HPWL after detailed placement as 112.9 mm.
- The run puts the area after detailed placement at 0.05236 mm^2.

Hold path:
- The run gives the hold path depth as 2.
- The path class of the tightest hold or removal check is in2reg.

Run status:
- The run finished with clean final reports.
==> final cells by class <==
type	count	area [um^2]	share of cell area, %
flip-flops and latches	38	760.7	1.449
repair buffers	202	1789	3.408
well taps	1287	1610	3.067
clock buffers	5	125.1	0.2383
clock inverters	2	10.01	0.01907
inverters	1195	4486	8.545
multi-input cells	4724	43710	83.27
==> per-stage QoR <==
stage	hold WS, ns	cells	setup slack [ns]
finish	4.983	7453	6.421
global route	5.030	7453	5.643
CTS	5.003	7453	6.547
detailed placement	5.310	7446	6.282
global placement	5.309	7446	6.442
floorplan	4.978	6261	8.424
==> layer usage <==
metal,share of wire [%],wire length [um],track usage [%]
met4,2.3,3262,5.733
met5,0,0,0.1891
met2,44,63250,45.69
met1,45,64130,47.45
met3,8.6,12330,8.900
==> cells in the mapped netlist (15+ instances only) <==
master,instances
sky130_fd_sc_hd__inv_1,1195
sky130_fd_sc_hd__nand2_1,938
sky130_fd_sc_hd__fa_1,898
sky130_fd_sc_hd__ha_1,508
sky130_fd_sc_hd__and2_1,454
sky130_fd_sc_hd__clkbuf_1,293
sky130_fd_sc_hd__nor2_1,221
sky130_fd_sc_hd__xnor2_1,214
sky130_fd_sc_hd__a21oi_1,213
sky130_fd_sc_hd__o21ai_0,156
sky130_fd_sc_hd__xor2_1,126
sky130_fd_sc_hd__a21o_1,92
sky130_fd_sc_hd__nor3_1,84
sky130_fd_sc_hd__nand3_1,67
sky130_fd_sc_hd__or3_1,48
sky130_fd_sc_hd__a211oi_1,40
sky130_fd_sc_hd__a31oi_1,39
sky130_fd_sc_hd__dfxtp_1,38
sky130_fd_sc_hd__and3_1,36
sky130_fd_sc_hd__nand4_1,36
sky130_fd_sc_hd__o21a_1,33
sky130_fd_sc_hd__o31ai_1,31
sky130_fd_sc_hd__nor4_1,25
sky130_fd_sc_hd__nand2b_1,24
sky130_fd_sc_hd__o211ai_1,24
sky130_fd_sc_hd__nor2b_1,22
sky130_fd_sc_hd__or2_2,21
sky130_fd_sc_hd__a211o_1,18
sky130_fd_sc_hd__o21ai_1,18
sky130_fd_sc_hd__o21bai_1,18
sky130_fd_sc_hd__and4_1,16
sky130_fd_sc_hd__nand3b_1,16
sky130_fd_sc_hd__a21boi_0,15
==> registers in the layout, summed over array words and instances (netlist names) <==
signal	flops
data_q_o	19
data_i_o	19
==> kinds of logic (layout without fill, tap and decap cells) <==
family          Yosys count  in the layout
compound gates          864            864
xor+xnor                342            342
fa+ha+maj              1406           1406
buf+inv                1499           1404
flops                    38             38
mux                      18             18
simple gates           2094           2094
==> critical path: cells and delay by family <==
kind,cells,cell delay [ns]
xor gates and xnor gates,2,0.92
and+or+nand+nor,5,1.34
AOI/OAI and AO/OA,15,3.90
buffers and inverters,6,1.85
adders and majority gates,8,3.71
muxes,3,0.92
==> placed cells by master, fill, tap and decap left out, types with 39 or more instances in the layout <==
cell type	n
sky130_fd_sc_hd__xnor2_1	213
sky130_fd_sc_hd__nand3_1	67
sky130_fd_sc_hd__clkdlybuf4s50_1	110
sky130_fd_sc_hd__fa_1	898
sky130_fd_sc_hd__a31oi_1	39
sky130_fd_sc_hd__a211oi_1	40
sky130_fd_sc_hd__o21ai_0	156
sky130_fd_sc_hd__and2_1	454
sky130_fd_sc_hd__nand2_1	938
sky130_fd_sc_hd__nor3_1	84
sky130_fd_sc_hd__a21oi_1	213
sky130_fd_sc_hd__xor2_1	124
sky130_fd_sc_hd__ha_1	508
sky130_fd_sc_hd__inv_1	1195
sky130_fd_sc_hd__a21o_1	92
sky130_fd_sc_hd__nor2_1	221
sky130_fd_sc_hd__or3_1	48
sky130_fd_sc_hd__buf_4	91
==> worst paths after layout <==
kind     startpoint           end  slack (ns)
min          srst_i  data_i_o[10]        4.98
max   data_b_q_i[4]  data_i_o[14]        6.42
